$ cat ./run.sh
#!/bin/bash
# OpenROAD 26Q1-2900-gdf79404cd8, Yosys 0.63+post, stock flow scripts
make -C /OpenROAD-flow-scripts/flow DESIGN_CONFIG=/design/flow/config.mk WORK_HOME=/design/flow/orfs finish
$ cat ./config.mk
export PLATFORM = sky130hd
export DESIGN_NAME = Count_7SD_Top
export DESIGN_NICKNAME = Count_7SD_Top
export VERILOG_FILES = /design/flow/design.v
export SDC_FILE = /design/flow/constraint.sdc
export NUM_CORES = 4
export LEC_CHECK = 1
export CORE_UTILIZATION = 40
$ cat ./constraint.sdc
current_design Count_7SD_Top

set clk_period 4.6
set clk_io_pct 0.2

create_clock -name clk0 -period $clk_period [get_ports {i_Clk}]

set non_clock_inputs [all_inputs -no_clocks]
set_input_delay [expr $clk_period * $clk_io_pct] -clock clk0 $non_clock_inputs
set_output_delay [expr $clk_period * $clk_io_pct] -clock clk0 [all_outputs]
$ cat ./design.v
module Debounce_Switch (input i_Clk, input i_Switch, output o_Switch);
  parameter c_DEBOUNCE_LIMIT = 250000;   
  localparam c_COUNT_WIDTH = $clog2(c_DEBOUNCE_LIMIT)-1;
  reg [c_COUNT_WIDTH:0] r_Count = 0;
  reg r_State = 1'b0;
  always @(posedge i_Clk)
  begin
    if (i_Switch !== r_State && r_Count < c_DEBOUNCE_LIMIT)
      r_Count <= r_Count + 1;
    else if (r_Count == c_DEBOUNCE_LIMIT)
    begin
      r_State <= i_Switch;
      r_Count <= 0;
    end 
    else
      r_Count <= 0;
  end
  assign o_Switch = r_State;
endmodule
module Auto_Counter #(
  parameter g_Delay = 25000000
) (
  input i_Clk,
  input i_Reset,
  output [3:0] o_Nibble
);
  reg [3:0] r_Nibble = 4'h0;
  reg [31:0] r_Delay = 32'd0;
  always @(posedge i_Clk) begin
    if (i_Reset) begin
      r_Delay <= 0;
      r_Nibble <= 0;
    end else if (r_Delay == g_Delay) begin
      r_Delay <= 0;
      r_Nibble <= r_Nibble + 1;
    end else begin
      r_Delay <= r_Delay + 1;
    end
  end
  assign o_Nibble = r_Nibble;
endmodule
module Bit_Counter (
  input i_Clk,
  input i_Reset,
  input i_Switch_1,
  input i_Switch_2,
  input i_Switch_3,
  input i_Switch_4,
  output [3:0] o_Nibble
);
  reg r_Switch_1 = 1'b0;
  reg r_Switch_2 = 1'b0;
  reg r_Switch_3 = 1'b0;
  reg r_Switch_4 = 1'b0;
  reg [3:0] r_Nibble = 4'h0;
  always @(posedge i_Clk) begin
    r_Switch_1 <= i_Switch_1;
    r_Switch_2 <= i_Switch_2;
    r_Switch_3 <= i_Switch_3;
    r_Switch_4 <= i_Switch_4;
    if (i_Reset) begin
      r_Nibble <= 0;
    end else begin
      if ((i_Switch_1 == 1'b1) && (r_Switch_1 == 1'b0)) begin
        r_Nibble[0] <= ~r_Nibble[0];
      end
      if ((i_Switch_2 == 1'b1) && (r_Switch_2 == 1'b0)) begin
        r_Nibble[1] <= ~r_Nibble[1];
      end
      if ((i_Switch_3 == 1'b1) && (r_Switch_3 == 1'b0)) begin
        r_Nibble[2] <= ~r_Nibble[2];
      end
      if ((i_Switch_4 == 1'b1) && (r_Switch_4 == 1'b0)) begin
        r_Nibble[3] <= ~r_Nibble[3];
      end
    end
  end
  assign o_Nibble = r_Nibble;
endmodule
module Count_7SD_Top (
  input i_Clk,
  input i_Switch_1,
  input i_Switch_2,
  input i_Switch_3,
  input i_Switch_4,
  output io_PMOD_1,
  output io_PMOD_2,
  output io_PMOD_3,
  output o_LED_1,
  output o_LED_2,
  output o_LED_3,
  output o_LED_4,
  output o_Segment2_A,
  output o_Segment2_B,
  output o_Segment2_C,
  output o_Segment2_D,
  output o_Segment2_E,
  output o_Segment2_F,
  output o_Segment2_G
);
  wire [3:0] w_Nibble;
  wire [6:0] w_Segments2;
  wire [3-1:0] w_State;
  wire [6:0] w_Segments_SM;
  wire [3:0] w_Switches;
  wire w_Reset = ~w_State[2];
  Debounce_All Debounce_All_Inst (
    .i_Clk,
    .i_Switch_1, .i_Switch_2, .i_Switch_3, .i_Switch_4,
    .o_Switches(w_Switches)
  );
  State_Machine machine (
    .i_Clk,
    .i_Switches(w_Switches),
    .o_State(w_State),
    .o_Segments(w_Segments_SM)
  );
  wire [3:0] w_Auto_Nibble;
  Auto_Counter Auto_Counter_Inst (
    .i_Clk,
    .i_Reset(w_Reset),
    .o_Nibble(w_Auto_Nibble)
  );
  wire [3:0] w_Switch_Nibble;
  Switch_Counter Switch_Count_Inst (
    .i_Clk,
    .i_Reset(w_Reset),
    .i_Switch(w_Switches[0]),
    .o_Nibble(w_Switch_Nibble)
  );
  wire [3:0] w_Bit_Nibble;
  Bit_Counter Bit_Counter_Inst (
    .i_Clk,
    .i_Reset(w_Reset),
    .i_Switch_1(w_Switches[0]),
    .i_Switch_2(w_Switches[1]),
    .i_Switch_3(w_Switches[2]),
    .i_Switch_4(w_Switches[3]),
    .o_Nibble(w_Bit_Nibble)
  );
  reg [3:0] r_Nibble;
  always @(posedge i_Clk) begin
    case (w_State)
      3'b100: r_Nibble <= w_Auto_Nibble;
      3'b101: r_Nibble <= w_Switch_Nibble;
      3'b110: r_Nibble <= w_Bit_Nibble;
      3'b001: r_Nibble <= 4'b1111;
      default: r_Nibble <= 4'd0;
    endcase
  end
  Nibble_To_7SD Nibble_To_7SD_Inst (
    .i_Clk,
    .i_Nibble(r_Nibble),
    .o_Segments(w_Segments2)
  );
  reg [6:0] r_Segments2;
  always @(posedge i_Clk) begin
    case (w_State)
      3'b000: r_Segments2 <= w_Segments_SM;
      3'b001: r_Segments2 <= 7'b0010000 | 7'b1000000;
      default: r_Segments2 <= w_Segments2;
    endcase
  end
  assign o_Segment2_A = ~r_Segments2[0];
  assign o_Segment2_B = ~r_Segments2[1];
  assign o_Segment2_C = ~r_Segments2[2];
  assign o_Segment2_D = ~r_Segments2[3];
  assign o_Segment2_E = ~r_Segments2[4];
  assign o_Segment2_F = ~r_Segments2[5];
  assign o_Segment2_G = ~r_Segments2[6];
  assign o_LED_1 = r_Nibble[3];
  assign o_LED_2 = r_Nibble[2];
  assign o_LED_3 = r_Nibble[1];
  assign o_LED_4 = r_Nibble[0];
  assign io_PMOD_1 = w_Segments_SM[0];
  assign io_PMOD_2 = w_Segments_SM[1];
  assign io_PMOD_3 = w_Segments_SM[3];
endmodule
module Debounce_All (
  input i_Clk,
  input i_Switch_1,
  input i_Switch_2,
  input i_Switch_3,
  input i_Switch_4,
  output [3:0] o_Switches
);
  Debounce_Switch Debounce_1 (
    .i_Clk,
    .i_Switch(i_Switch_1),
    .o_Switch(o_Switches[0])
  );
  Debounce_Switch Debounce_2 (
    .i_Clk,
    .i_Switch(i_Switch_2),
    .o_Switch(o_Switches[1])
  );
  Debounce_Switch Debounce_3 (
    .i_Clk,
    .i_Switch(i_Switch_3),
    .o_Switch(o_Switches[2])
  );
  Debounce_Switch Debounce_4 (
    .i_Clk,
    .i_Switch(i_Switch_4),
    .o_Switch(o_Switches[3])
  );
endmodule
module State_Machine #(
  g_ANIMATION_DELAY = 25000000/6,
  g_RESET_DELAY = 25000000*3
) (
  input i_Clk,
  input [3:0] i_Switches,
  output [3-1:0] o_State,
  output [6:0] o_Segments
);
  reg [3:0] r_Switches;
  reg [3-1:0] r_State = 3'b000;
  reg [2:0] r_Segment = 3'd0;
  reg [31:0] r_Delay = 32'd0;
  always @(posedge i_Clk) begin
    r_Switches <= i_Switches;
    case (r_State)
      3'b000 : begin
        if ((i_Switches[0] == 1'b0) && (r_Switches[0] == 1'b1)) begin
          r_State <= 3'b100;
        end else if ((i_Switches[1] == 1'b0) && (r_Switches[1] == 1'b1)) begin
          r_State <= 3'b101;
        end else if ((i_Switches[2] == 1'b0) && (r_Switches[2] == 1'b1)) begin
          r_State <= 3'b110;
        end else begin
          if (r_Delay == g_ANIMATION_DELAY) begin
            r_Delay <= 0;
            if (r_Segment == 5) r_Segment <= 0;
            else r_Segment <= r_Segment + 1;
          end else begin
            r_Delay <= r_Delay + 1;
          end
        end
      end
      3'b100,
      3'b101,
      3'b110 : begin
        if (i_Switches[3] == 1'b1) begin
          if (r_Delay == g_RESET_DELAY) begin
            r_State <= 3'b001;
          end else begin
            r_Delay <= r_Delay + 1;
          end
        end else begin
          r_Delay <= 0;
        end
      end
      3'b001 : begin
        if ((i_Switches[3] == 1'b0)) begin
          r_State <= 3'b000;
          r_Delay <= 0;
          r_Segment <= 0;
        end
      end
      default: begin
        r_State <= 3'b000;
      end
    endcase
  end
  assign o_State = r_State;
  assign o_Segments = 7'd1 << r_Segment;
endmodule
module Switch_Counter (
  input i_Clk,
  input i_Reset,
  input i_Switch,
  output [3:0] o_Nibble
);
  reg r_Switch = 1'b0;
  reg [3:0] r_Nibble = 4'h0;
  always @(posedge i_Clk) begin
    r_Switch <= i_Switch;
    if (i_Reset) begin
      r_Nibble <= 0;
    end else if ((i_Switch == 1'b1) && (r_Switch == 1'b0)) begin
      if (r_Nibble == 9) r_Nibble <= 0;
      else r_Nibble <= r_Nibble + 1;
    end
  end
  assign o_Nibble = r_Nibble;
endmodule
module Nibble_To_7SD (
  input         i_Clk,
  input  [3:0]  i_Nibble,
  output [6:0]  o_Segments
);
  localparam SEG_A = 7'b0000001;
  localparam SEG_B = 7'b0000010;
  localparam SEG_C = 7'b0000100;
  localparam SEG_D = 7'b0001000;
  localparam SEG_E = 7'b0010000;
  localparam SEG_F = 7'b0100000;
  localparam SEG_G = 7'b1000000;
  reg [6:0] r_Hex_Encoding = 7'h00;
  always @(posedge i_Clk) begin
    case (i_Nibble)
      4'h0 : r_Hex_Encoding <= SEG_A | SEG_B | SEG_C | SEG_D | SEG_E | SEG_F;
      4'h1 : r_Hex_Encoding <= SEG_B | SEG_C;
      4'h2 : r_Hex_Encoding <= SEG_A | SEG_B | SEG_G | SEG_E | SEG_D;
      4'h3 : r_Hex_Encoding <= SEG_A | SEG_B | SEG_G | SEG_C | SEG_D;
      4'h4 : r_Hex_Encoding <= SEG_F | SEG_B | SEG_G | SEG_C;
      4'h5 : r_Hex_Encoding <= SEG_A | SEG_F | SEG_G | SEG_C | SEG_D;
      4'h6 : r_Hex_Encoding <= SEG_A | SEG_F | SEG_E | SEG_D | SEG_C | SEG_G;
      4'h7 : r_Hex_Encoding <= SEG_A | SEG_B | SEG_C;
      4'h8 : r_Hex_Encoding <= SEG_A | SEG_B | SEG_C | SEG_D | SEG_E | SEG_F | SEG_G;
      4'h9 : r_Hex_Encoding <= SEG_A | SEG_F | SEG_G | SEG_B | SEG_C | SEG_D;
      4'hA : r_Hex_Encoding <= SEG_A | SEG_F | SEG_B | SEG_G | SEG_E | SEG_C;
      4'hB : r_Hex_Encoding <= SEG_F | SEG_E | SEG_D | SEG_C | SEG_G;
      4'hC : r_Hex_Encoding <= SEG_A | SEG_F | SEG_E | SEG_D;
      4'hD : r_Hex_Encoding <= SEG_B | SEG_G | SEG_E | SEG_D | SEG_C;
      4'hE : r_Hex_Encoding <= SEG_A | SEG_F | SEG_G | SEG_E | SEG_D;
      4'hF : r_Hex_Encoding <= SEG_A | SEG_F | SEG_G | SEG_E;
    endcase
  end  
  assign o_Segments = r_Hex_Encoding;
endmodule
==> run summary <==
Gr ovfl total: 0
CP Max Fanout: 4
Drt pass-1 iters: 4
Final design utilization: 46.1%
Critical Path Slowest Stage Cell: clkdlybuf4s50_1
Highest clock rate: 0.369 GHz
OpenROAD warning count: 41
GR Util All Layers: 14.7%
Worst Hold Class: reg2reg
Number of placed I/O pins: 19
Worst Skew: 9.13 ps
Worst-margin pin slew: 667 ps
Registers, synthesis: 183
Design Area, Final: 9700 um2
Hold_buf cts: 0
CTS H-tree lvls: 4
Share of cells above drive strength 1: 5.40%
Cts repair resizes: 0
Crit path kind: reg2out
Most frequent logic cell in the layout: nor2_1
First-pass GRT wire length: 26.2 mm
Fin. Hold Viols: 0
Post-Syn Area per Cell: 9.20 um2
Max_slew headroom: 55.2%
Top-area cell share: 32.9%
Cell-by-cell listing of the critical path: inv_1, ha_1, nor2b_1, clkdlybuf4s50_1
Number of antenna diodes: 0
Vert. Die Dim: 149 um
Gpl congestion: 0.840
Cell Pwr Density: 336 nW/um2
Initial antenna violation count: 0
Maximum VDD drop: 0.000191 V
Via count of the first global-routing pass: 5616
Yosys stat chip area: 8590 um2
Ys cells: 934
Dominant register cell: dfxtp_1
Power consumption: 3260 uW
Fill cells: 1909
Synthesis Warnings: 7
Post-Synthesis Cell Area: 8590 um2
Top Layout Cells: 175 x nor2_1, 141 x dfxtp_1, 73 x xnor2_1
RSZ-0062 raised after global routing: false
Port Buffer Count: 18
Setup WS post-layout: 1890 ps
Leading area contributor after synthesis: dfxtp_1
Worst path required time: 3680 ps
Post-layout period usage: 58.9%
Largest net degree at the start of global routing: 33
Die W: 149 um
Fin Setup TNS: 0 ps
ANT nets after route: 0
Setup crit start kind: register
Leakage power: 0.00348 uW
Bufs and invs on worst path: 2
Flip-flops with a built-in enable: 42
Final Critical Period: 2710 ps
Clock-pin slew on the worst setup and hold paths: 70 ps
Core area: 21000 um2
Top cells by area: dfxtp_1 33%, edfxtp_1 15%, nor2_1 7.6%
Area Overhead vs Synth: 12.9%
Drt wl/cell: 12.0 um
Post-placement cell area: 9060 um2
Cell family with most CP delay: buffers and inverters
Slowest stage delay, CP: 470 ps
Via count of the routed design: 6071
Setup Viol. Count Final: 0
Synth Seq Share: 47.6%
Place WS: 2250 ps
Final wirelength: 14.8 mm
Chip Area: 22100 um2
Pre-Place Util: 40.9%
Max-cap violations: 0
Clk buf depth: 2
CTS buffer count: 17
Worst-skew pair later-pin latency: 420 ps
CTS sink count: 183
CP arrival: 1790 ps
Cell row count: 53
Setup bufs post-CTS: 0
DP HPWL: 9.87 mm
DR vias/cell: 4.90
Async SR Flop Fraction: 0%
Clk root buf: clkbuf_16
Synthesized instance count: 934
Residual DRC: 0
Final Max Slew Viols: 0
Unique cell types: 55
Outcome: finished, final reports clean
Crit end category: output pin
Initial drt markers: 294
CTS tree: done
==> cells by family (layout without fill, tap and decap cells) <==
family,Yosys count,after routing,synth area share (%)
simple gates,456,456,26.6
flops,183,183,47.6
mux,8,8,1.09
xor+xnor,128,128,13.1
fa+ha+maj,26,26,3.79
compound gates,60,60,4.46
buf+inv,73,102,3.41
==> worst min-delay path, cell delays in order (launching register included) <==
cell,delay (ps)
dfxtp_1,310
nand2_1,40
o21ai_0,50
==> layer usage <==
layer / vias up / global-route usage (%) / wire length [um]
li1: 3229 / - / -
met4: 0 / 1.39 / 110
met2: 55 / 21.8 / 6450
met1: 2780 / 24.1 / 7840
met5: - / 0 / 0
met3: 7 / 2.35 / 427
==> worst paths after layout <==
path	from	to	slack [ps]	cells after the start
hold / removal	Nibble_To_7SD_Inst.r_Hex_Encoding[6]	r_Segments2[6]	430	2
setup / recovery	machine.r_Segment[1]	io_PMOD_2	1890	4
hold reg to reg	Nibble_To_7SD_Inst.r_Hex_Encoding[6]	r_Segments2[6]	430	2
setup reg to reg	machine.r_Delay[1]	machine.r_Delay[28]	2240	6
==> cell type report <==
type	instances	area, um2	area share (%)
Clock inverter	13	190	1.96
Tap cell	275	344	3.55
Clock buffer	19	453	4.67
Multi-Input combinational cell	678	4230	43.6
Sequential cell	183	4080	42.1
Inverter	45	169	1.74
Timing Repair Buffer	25	233	2.40
==> through the flow <==
| stage | hold slack (ps) | std cells |
|---|---|---|
| 2_1_floorplan | 392 | 934 |
| 3_3_place_gp | 438 | 1206 |
| 3_5_place_dp | 415 | 1206 |
| 4_1_cts | 432 | 1238 |
| 5_1_grt | 468 | 1238 |
| 6_report | 434 | 1238 |
==> synth_stat cells, drive strengths merged (6+ instances only) <==
library cell and instances:
a21oi 16, and2 9, and3 19, and4 15
buf 10, clkbuf 18, dfxtp 141, edfxtp 42
ha 26, inv 45, mux2i 6, nand2 58
nand3 45, nand4 32, nor2 176, nor2b 19
nor3 28, nor4 15, nor4b 7, o21ai 12
or3 9, xnor2 73, xor2 55
==> power by group <==
part	total (uW)	switching (uW)	internal (uW)	leakage, uW
clock	1570	618	947	0.000320
sequential	1650	10.4	1640	0.00156
combinational	39.3	21.9	17.4	0.00160
==> registers in the layout, summed over array words and instances (netlist names), 3 cells and up <==
signal	cells
Auto_Counter_Inst.r_Delay	32
Auto_Counter_Inst.r_Nibble	4
Bit_Counter_Inst.r_Nibble	4
Debounce_All_Inst.Debounce_1.r_Count	18
Debounce_All_Inst.Debounce_2.r_Count	18
Debounce_All_Inst.Debounce_3.r_Count	18
Debounce_All_Inst.Debounce_4.r_Count	18
Nibble_To_7SD_Inst.r_Hex_Encoding	7
Switch_Count_Inst.r_Nibble	4
machine.r_Delay	32
machine.r_Segment	3
machine.r_State	3
machine.r_Switches	3
r_Nibble	4
r_Segments2	7
No activity file was given, so power comes from the tool's default toggle rates.
