`flow/design.v`:
```
`default_nettype none
module ram #(
  parameter ADDR_WIDTH = 10,
  parameter DATA_WIDTH = 4,
  parameter FILE = ""
) (
  input  wire i_clk,
  input  wire [DATA_WIDTH-1:0] i_data,
  input  wire [ADDR_WIDTH-1:0] i_addr,
  input  wire i_write_en,
  output reg  [DATA_WIDTH-1:0] o_data
);
  reg [DATA_WIDTH-1:0] r_mem[(1<<ADDR_WIDTH) - 1:0];
  always @(posedge i_clk) begin
    if (i_write_en) begin
      r_mem[i_addr] <= i_data;
    end
    o_data <= r_mem[i_addr];
  end
  initial begin
    if (FILE != 0) begin
      $display("Initializing from file '%s'.", FILE);
      $readmemh(FILE, r_mem);
    end
  end
endmodule
```
`flow/run.sh`:
```
#!/bin/bash
# OpenROAD 26Q1-2900-gdf79404cd8, Yosys 0.63+post, stock flow scripts
make -C /OpenROAD-flow-scripts/flow DESIGN_CONFIG=/design/flow/config.mk WORK_HOME=/design/flow/orfs finish
```
`flow/config.mk`:
```
export PLATFORM = sky130hd
export DESIGN_NAME = ram
export DESIGN_NICKNAME = ram
export VERILOG_FILES = /design/flow/design.v
export SDC_FILE = /design/flow/constraint.sdc
export NUM_CORES = 4
export LEC_CHECK = 1
export CORE_UTILIZATION = 40
```
`flow/constraint.sdc`:
```
current_design ram

set clk_period 16.1
set clk_io_pct 0.2

create_clock -name clk0 -period $clk_period [get_ports {i_clk}]

set non_clock_inputs [all_inputs -no_clocks]
set_input_delay [expr $clk_period * $clk_io_pct] -clock clk0 $non_clock_inputs
set_output_delay [expr $clk_period * $clk_io_pct] -clock clk0 [all_outputs]
```
==> results.cfg <==
; physical design summary
[run_status]
outcome = completed

[sta]
fin_crit_ns = 8.065
fin_worst_skew_ns = 0.05332
maxSlewViolCount = 0
setup_tns_ns = 0
hold_viol_final = 0
fmax_ghz = 0.1240
period_used_pct = 50.09
slew-limit-headroom_pct = 36.11
rsz0062_at_grt = no
tightestPinTransition_ns = 0.9584
setup_viol = 0

[synthesis]
synth_warnings = 1
ys_cells = 8919
ys_area_um2 = 160800
synthCells = 8919
synthTopLogicFamily = multiplexers
adder_share_pct = 0
avgSynthCellArea_um2 = 18.03
synth_xor_xnor_area_share_pct = 0
mux_area_share_pct = 13.71
ys.flop_type = edfxtp_1
ys_async_sr_fraction_pct = 0
ys_types = 69
synthSimpleGateAreaFrac_pct = 4.468
synth_seq_share_pct = 76.52
netlist_area_um2 = 160800
edf_count = 4096
ys.flops = 4100
ys_sh_aoi_pct = 3.372

[layout]
final_core_utilization_pct = 45.22
drive_gt1_share_pct = 14.64
final_cells = 14633
fill_cells = 32866
areaGrowthSynthToFinish_pct = 12.37
finalInstanceArea_um2 = 180700

[floorplan]
die_area_um2 = 404700
fp-utilization_pct = 40.24
rows = 232
core_um2 = 399700
die_x_um = 636.1
die_height_um = 636.1
io_pins = 20

[setup_path]
critical_path_arrival_ns = 8.89
worstPathRequired_ns = 16.92
crit_type = input port to register
cp-end-kind = register
crit_fanout = 42
r2r_setup_slack_ns = 13.07
startpoint_type = input port

[global_route]
antenna_found_initial = 22
grt_overflow_total = 0
grt_pass1_vias = 91234
grt_usage_pct = 24.56
grt_pass1_wl_mm = 650.5
grt_max_degree = 141

[drt]
wire_per_inst_um = 31.07
num_vias = 84708
vias_per_cell = 5.789
route.detailed.drc = 0
postRouteWirelength_mm = 454.7
drtIter0Drc = 6056
antenna_left = 0
firstDrtPassIters = 6

[power]
power_uw = 22200
power_density_nw_per_um2 = 122.8
vdd_drop_max_mv = 0.09418
leakage_uw = 0.05806

[clock_network]
postCtsResizedCells = 0
post_cts_buffers = 0
cts.sinks = 4100
cts_tree = done
cts_buffer_depth = 4
clock-root-buffer = clkbuf_16
ctsHoldBuffers = 0
clk_latency_ns = 0.97
cts_buffers = 414
path_clk_slew_ns = 0.06
cts.htree.levels = 5

[placement]
place_inst = 13854
place_congestion = 0.8953
hpwl_mm = 271.8
portBuffers = 19
placed_area_um2 = 167300

[job]
drv_cap = 0
warnings = 58

[hold_path]
min_path_type = register to register
## metal layers
layer / vias to the layer above / routed length [um] / track usage (%)
met4: 38 / 18130 / 7.666
met3: 870 / 87390 / 20.84
met2: 5388 / 203800 / 34.57
met1: 42499 / 144500 / 28.15
met5: - / 879 / 1.560
li1: 35913 / - / -
## logic make-up after synthesis
family                 after synthesis
multiplexers                      1673
flip-flops                        4100
AND/OR/NAND/NOR                   1679
buffers and inverters              634
AND-OR/OR-AND                      833
## path summary, 6_finish.rpt
check	start	to	depth (start not counted)
worst max-delay path	i_addr[0]	o_data[3]$_DFF_P_	12
worst min-delay path	r_mem[346][0]$_DFFE_PP_	o_data[0]$_DFF_P_	6
worst max register to register	r_mem[571][3]$_DFFE_PP_	o_data[3]$_DFF_P_	7
worst min register to register	r_mem[346][0]$_DFFE_PP_	o_data[0]$_DFF_P_	6
## per-stage QoR
| stage | hold WS, ns | worst slack, ns |
|---|---|---|
| after floorplan | 0.7664 | 10.61 |
| after global placement | 0.9442 | 6.955 |
| after detailed placement | 0.9563 | 7.023 |
| after CTS | 0.9602 | 8.034 |
| after global routing | 1.057 | 7.592 |
| final | 0.9704 | 8.035 |
## critical path, stage by stage
cell	delay (ns)
buf_8	0.34
buf_4	0.67
buf_4	0.61
buf_4	0.70
buf_4	0.67
mux4_2	0.62
mux2i_1	0.21
or2_2	0.15
a31oi_1	0.12
o211ai_1	0.78
nand4_1	0.20
or3_1	0.43
## layout make-up
cell class	instances	area, um^2	share of cell area [%]
clock inverter	264	2411	1.334
clock buffer	496	10970	6.067
multi-input combinational	4185	35110	19.42
sequential	4100	123100	68.10
antenna	19	47.55	0.02631
tap	5265	6588	3.645
inverter	3	13.76	0.007615
timing repair buffer	301	2532	1.401
## state kept, by name (all words and copies together) (netlist names)
register  flops
o_data        4
r_mem      4096
## cell usage after synthesis, types with 19 or more instances
master / number / area [um^2]
a22oi_1: 111 / 833.3
buf_1: 21 / 78.83
buf_2: 338 / 1692
buf_4: 29 / 217.7
buf_6: 19 / 214.0
clkbuf_1: 219 / 822.0
edfxtp_1: 4096 / 123000
mux2_2: 21 / 236.5
mux2i_1: 1235 / 12360
mux4_2: 401 / 9031
nand2_1: 183 / 686.9
nand3_1: 67 / 335.3
nand4_1: 30 / 187.7
nor2_1: 1140 / 4279
nor3_1: 35 / 175.2
nor4_1: 154 / 963.4
o2111ai_1: 26 / 227.7
o21ai_0: 110 / 550.5
o22ai_1: 508 / 3178
## report_power, final
part | internal, uW | switching [uW] | leakage, uW
Sequential | 11700 | 10.6 | 0.0368
Clock | 5510 | 3960 | 0.00656
Combinational | 290 | 680 | 0.0147
Total | 17500 | 4650 | 0.0581
## cells in the final DEF (no fill, tap or decap), types with 7 or more instances in the layout
cell / netlist / layout
o21ai_0: 110 / 110
a31oi_1: 16 / 16
nor3_1: 35 / 34
clkinv_2: 0 / 92
mux2_2: 21 / 21
clkinvlp_4: 0 / 14
o2111ai_1: 26 / 26
a211oi_1: 9 / 9
edfxtp_1: 4096 / 4096
nor4_1: 154 / 154
nor2_1: 1140 / 1135
clkbuf_16: 0 / 428
nand4_1: 30 / 30
and2_1: 8 / 7
nand2_1: 183 / 151
buf_12: 2 / 16
bufinv_16: 0 / 42
a22oi_1: 111 / 111
mux4_2: 401 / 401
nand2_4: 0 / 32
diode_2: 0 / 19
buf_4: 29 / 269
clkbuf_1: 219 / 68
clkdlybuf4s50_1: 0 / 8
mux4_1: 16 / 16
mux2i_1: 1235 / 1235
o22ai_1: 508 / 508
clkinv_1: 2 / 104
nand3_1: 67 / 67
o211ai_1: 11 / 11
Power and IR drop assume default switching activity.
